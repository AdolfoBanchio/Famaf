**design/flow/design.v**
```verilog
module mksum (output logic [15:0] c,
input logic reset, clk ) ;
logic [15:0] a, a_next, b, b_next ;
always_ff@(posedge clk)
begin
a <= a_next ;
b <= b_next ;
c <= a_next + b_next ;
end
always_comb
begin
if ( reset )
begin
a_next = '0 ;
b_next = '0 ;
end else begin
a_next = a + 16'd113 ;
b_next = b + 16'd127 ;
end
end
endmodule
```
**design/flow/run.sh**
```bash
#!/bin/bash
# OpenROAD 26Q1-2900-gdf79404cd8, Yosys 0.63+post, stock flow scripts
make -C /OpenROAD-flow-scripts/flow DESIGN_CONFIG=/design/flow/config.mk WORK_HOME=/design/flow/orfs finish
```
**design/flow/config.mk**
```make
export PLATFORM = sky130hd
export DESIGN_NAME = mksum
export DESIGN_NICKNAME = mksum
export VERILOG_FILES = /design/flow/design.v
export SDC_FILE = /design/flow/constraint.sdc
export NUM_CORES = 4
export LEC_CHECK = 1
export CORE_UTILIZATION = 40
```
**design/flow/constraint.sdc**
```tcl
current_design mksum

set clk_period 5.2
set clk_io_pct 0.2

create_clock -name clk0 -period $clk_period [get_ports {clk}]

set non_clock_inputs [all_inputs -no_clocks]
set_input_delay [expr $clk_period * $clk_io_pct] -clock clk0 $non_clock_inputs
set_output_delay [expr $clk_period * $clk_io_pct] -clock clk0 [all_outputs]
```
==> flow_summary.toml <==
# generated from flow reports
[power_and_ir_drop]
combPwrFrac = 0.255
clockPowerShare = 0.275
power_mw = 0.9778
p_per_area_nw_per_um2 = 352.0
power_frac_seq = 0.470
power.switching_mw = 0.2758
peakVddDrop_v = 0.0002177
p_leak_nw = 1.107
p_sw_frac = 0.2820
intPower_mw = 0.7021

[sta]
fmax_ghz = 0.2669
period_used_share = 0.7206
post-route-min-period_ps = 3747
tns_ps = 0
timing.slew.headroom = 0.5659
worst_pin_slew_ps = 649.1
maxSlewViolCount = 0
hold_violations = 0
holdWs_ps = 538.8
setup_viol = 0
skew_ps = 11.13
rsz0062_at_grt = "no"

[synthesis]
ys_cells = 268
fa_ha_area_frac = 0.09563
ys_seq_share = 0.3949
yosys.area_share.aoi = 0.1188
synth_warnings = 1
yosys_area_um2 = 2434
synth_flops = 48
synthFlopType = "dfxtp_1"
mux_share = 0.01440
ys_sh_simple = 0.2221
synth_area_per_cell_um2 = 9.081
synth-xor-area-share = 0.1183
ys_types = 51
synth-edff-count = 0
synthCells = 268
syn_area_um2 = 2434
ys_top_logic_family = "simple AND/OR/NAND/NOR gates"
synthArstFlopShare = 0

[detailed_routing]
wl_per_cell_um = 12.45
num_vias = 1826
insertedDiodeCount = 0
drt_iter0_drc = 94
firstDrtPassIters = 5
drc = 0
drt_wl_total_um = 4531
drtAntennaViolNets = 0
viasPerCell = 5.016

[floorplan]
placement_rows = 28
fp_util = 0.4135
die_x_um = 80
die_h_um = 80
ios = 18
coreArea_um2 = 5886
chip_area_um2 = 6400

[setup_path]
r2r_start = "b[0]"
path_max_fanout = 17
r2r-end = "c[14]"
setup.worst_path.start = "reset"
endpoint = "c[13]"
cp-start-kind = "primary input"
required_ps = 5360
critical_path_class = "in -> reg"
r2r_cells = 14
critPathArrivalTime_ps = 3910
end_kind = "register"
reg2reg_slack_ps = 1850

[cts]
clk_path_buf_depth = 2
post_cts_resize_count = 0
h-tree-depth = 2
cts_hold_buffers = 0
cts_setup_buffers = 0
root_buffer = "clkbuf_8"
clock.latency.late_pin_ps = 300
clk_pin_slew_ps = 90
tritoncts = "yes"
cts_sinks = 48
cts_buffers = 5

[finish]
seq_area_um2 = 960.9
comb_area_um2 = 1385
fill_cells = 560
syn_to_final_growth_pct = 14.14
drive_gt1_frac = 0.07612

[grt]
grt_antenna_before_repair = 0
grtUsageTotal = 0.1631
grt_max_degree = 18
globalRouteOverflowTotal = 0
first_global_vias = 1704
grt_pass1_wl_um = 8031

[run]
log.warning_count = 25
max-cap-violations = 0

[placement]
dp_hpwl_um = 3307
port_buffers = 17
place_congestion = 0.8574

[hold_path]
hold_path.class = "reg -> reg"

[status]
status = "finished, final reports clean"
## area by class of cell
cell class,count,share of cell area
Sequential cell,48,0.3459
Clock inverter,3,0.01532
Multi-Input combinational cell,202,0.4986
Tap cell,75,0.03378
Clock buffer,5,0.02477
Timing Repair Buffer,18,0.06396
Inverter,13,0.01757
## Yosys cell counts (2+ instances only)
| library cell | number | share of area |
|---|---|---|
| dfxtp_1 | 48 | 0.39 |
| nor2_1 | 34 | 0.052 |
| a21oi_1 | 21 | 0.043 |
| ha_1 | 17 | 0.087 |
| nand2_1 | 17 | 0.026 |
| xor2_1 | 16 | 0.058 |
| xnor2_1 | 15 | 0.054 |
| inv_1 | 13 | 0.020 |
| nand3_1 | 12 | 0.025 |
| nor3_1 | 9 | 0.019 |
| o21ai_0 | 7 | 0.014 |
| nand4_1 | 4 | 0.010 |
| or3_1 | 4 | 0.010 |
| and3_1 | 3 | 0.0077 |
| clkbuf_1 | 3 | 0.0046 |
| nand2b_1 | 3 | 0.0077 |
| o31ai_1 | 3 | 0.0093 |
| and4_1 | 2 | 0.0072 |
| clkbuf_8 | 2 | 0.011 |
| mux2i_1 | 2 | 0.0082 |
| nor2b_1 | 2 | 0.0051 |
| o21bai_1 | 2 | 0.0062 |
## layer usage
metal,vias to the layer above,global-route usage,routed length (um)
met5,-,0,0
met2,33,0.2282,1755
met3,7,0.02668,178
met1,813,0.2727,2520
met4,0,0.02500,76
li1,973,-,-
## cell families after synthesis
family,after synthesis
and+or+nand+nor,103
AOI/OAI and AO/OA,46
xor gates and xnor gates,32
buffers and inverters,18
muxes,3
adders and majority gates,18
DFF,48
## placed cells by master (no fill, tap or decap), types with 2 or more instances in the layout
cell | synthesis | routed
or3_1 | 4 | 4
a21oi_1 | 21 | 21
and4_1 | 2 | 2
nor2b_1 | 2 | 2
xnor2_1 | 15 | 15
nand2b_1 | 3 | 3
clkdlybuf4s50_1 | 0 | 17
o21bai_1 | 2 | 2
nand4_1 | 4 | 4
inv_1 | 13 | 13
clkbuf_8 | 2 | 5
nand3_1 | 12 | 12
nor3_1 | 9 | 9
nor2_1 | 34 | 34
ha_1 | 17 | 17
o21ai_0 | 7 | 7
dfxtp_1 | 48 | 48
xor2_1 | 16 | 16
mux2i_1 | 2 | 2
o31ai_1 | 3 | 3
and3_1 | 3 | 3
nand2_1 | 17 | 17
## worst min path at each step
stage / start / endpoint / slack, ps / depth (start not counted)
CTS: a[0] / a[0] / 540 / 1
global route: b[0] / b[0] / 570 / 1
finish: b[0] / b[0] / 540 / 1
## per-stage QoR
step / utilization / area, um^2 / std cells / worst slack (ps)
final: 0.4719 / 2778 / 364 / 1453
after global routing: 0.4719 / 2778 / 364 / 1196
after CTS: 0.4719 / 2778 / 364 / 1459
after detailed placement: 0.4530 / 2666 / 356 / 1126
after global placement: 0.4530 / 2666 / 356 / 1199
after floorplan: - / 2434 / 268 / 2093
## critical path, stage by stage
cell and delay, ps:
clkdlybuf4s50_1 890, buf_4 340, nor2_1 90, ha_1 330
a21oi_1 210, a21oi_1 120, a211oi_2 320, o21ai_1 190
a21oi_1 260, o211ai_1 120
## sequential cells by signal, summed over array words and instances (netlist names)
register / cells
c: 16
a: 16
b: 16
## power groups by stage
stage	Sequential, mW	Clock, mW	Combinational, mW
CTS	0.460	0.276	0.250
global route	0.467	0.294	0.281
finish	0.460	0.269	0.249
Power figures rest on the tool's default switching activity, not on a simulated workload.
