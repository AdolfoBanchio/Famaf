===== config.mk =====
export PLATFORM = sky130hd
export DESIGN_NAME = signext
export DESIGN_NICKNAME = signext
export VERILOG_FILES = /design/flow/design.v
export SDC_FILE = /design/flow/constraint.sdc
export NUM_CORES = 4
export LEC_CHECK = 1
export CORE_AREA = 10 10 70 70
export DIE_AREA = 0 0 80 80

===== constraint.sdc =====
current_design signext

set clk_period 2.6
set clk_io_pct 0.2

create_clock -name clk0 -period $clk_period

set non_clock_inputs [all_inputs -no_clocks]
set_input_delay [expr $clk_period * $clk_io_pct] -clock clk0 $non_clock_inputs
set_output_delay [expr $clk_period * $clk_io_pct] -clock clk0 [all_outputs]

===== design.v =====
module signext(input logic [31:0] a,
					output logic [63:0] y);
always_comb
	begin
		casez(a[31:21])
		11'b111_1100_0010: y = {{55{a[20]}},a[20:12]};
		11'b111_1100_0000: y = {{55{a[20]}},a[20:12]};
		11'b101_1010_0???: y ={{46{a[23]}},a[23:5]};
		default: y=0;
		endcase
	end
endmodule 

===== run.sh =====
#!/bin/bash
# OpenROAD 26Q1-2900-gdf79404cd8, Yosys 0.63+post, stock flow scripts
make -C /OpenROAD-flow-scripts/flow DESIGN_CONFIG=/design/flow/config.mk WORK_HOME=/design/flow/orfs finish

==> impl_metrics.csv <==
group,metric,value,unit
status,status,"complete, no violations",
drt,drt_iter0_drc,21,
global_routing,busiest_layer,"met2",
die,die_h,80,µm
die,dieArea,6400,µm²
placement,gp_congestion,0.7311,
die,fp_util,18.17,%
drt,drtPass1Iterations,2,
drt,drc,0,
setup_path,critPathMaxFanout,13,
timing,period_needed,2.572,ns
timing,setup_tns,0,ns
setup_path,critPathLaunch,"a[25]",
setup_path,crit_path_end_kind,"output pin",
global_routing,grt_overflow,0,
worst_hold_path,hold_class,"input pin to output pin",
layout,seqCellArea,0,µm²
logic_synthesis,ys_cells,91,
worst_hold_path,hold_start,"a[11]",
logic_synthesis,yosysWarnings,1,
timing,rsz0062_at_grt,"no",
drt,wl,3133,µm
logic_synthesis,synth_area,620.6,µm²
global_routing,grt_util_met1,10.02,%
flow_run,warning_count,38,
drt,n_antenna_cell,0,
logic_synthesis,netlist-cell-type-count,13,
logic_synthesis,ys_chip_area,620.6,µm²
die,rows,21,
logic_synthesis,synth_top_area_share,54.44,%
drt,vias_per_cell,4.000,
timing,relSlewSlack,81.20,%
timing,tightest_slew,0.2809,ns
logic_synthesis,largest_area_cell,"buf_4",
global_routing,met2_usage,15.09,%
logic_synthesis,syn_inst,91,
logic_synthesis,avgSynthCellArea,6.820,µm²
die,io_pins,96,
placement,hpwlAfterDp,2282,µm
layout,drive_above_1_share,21.79,%
timing,drv_slew,0,
global_routing,grtUsageTotal,8.543,%
setup_path,critical_path_required,2.08,ns
timing,setup_viol,0,
layout,stdcell_count,202,
global_routing,grt_start_max_net_pins,19,
timing,final.period_utilization,98.92,%
logic_synthesis,area_leaders,"buf_4 54%, a32oi_1 11%, a21oi_1 8.9%",
flow_run,drv_cap,0,
drt,vias,808,
power,p_per_area,53.62,nW/µm²
logic_synthesis,ys_seq_share,0,%
layout,lay_top_count,"dlygate4sd2_1",
global_routing,grt_pass1_wl,4485,µm
placement,placed_cells,190,
global_routing,antenna_found_initial,0,
power,ir_worst_vdd,0.00001580,V
layout,final_cell_area,1479,µm²
setup_path,critical_path_class,"input pin to output pin",
placement,port_buffers,91,
timing,fmaxAchievable,388.8,MHz
timing,hold_viol,0,
layout,lay_top_cells,"53 x dlygate4sd2_1, 29 x clkdlybuf4s50_1, 11 x buf_4, 10 x nand2_1, 9 x nor2_1",
drt,post_drt_wl_per_cell,15.51,µm
layout,syn2layout_area_growth,138.3,%
die,core_area,3416,µm²
layout,seq_cell_count,0,
setup_path,arrival,2.05,ns
die,die_w,80,µm
drt,detail-route-antenna-nets,0,
placement,placed_cell_area,1338,µm²
global_routing,first_global_vias,819,
global_routing,grt_use_met3,3.409,%
power,power.leakage,0.0008683,µW
layout,clkbuf_count,0,
setup_path,critPathLaunchType,"input pin",
[metrics by stage]
stage | worst slack [ns] | total power [µW] | hold WS (ns) | util [%]
2_1_floorplan | 0.008650 | 18.69 | 1.112 | -
5_1_grt | 0.002387 | 84.48 | 1.754 | 43.30
3_3_place_gp | -0.2570 | 74.42 | 1.962 | 39.16
6_report | 0.02817 | 79.30 | 1.718 | 43.30
4_1_cts | -0.01615 | 77.57 | 1.739 | 42.20
3_5_place_dp | -0.2754 | 75.29 | 1.977 | 39.16
[cell usage after synthesis]
| cell | number |
|---|---|
| nand3_4 | 1 |
| nand2_1 | 10 |
| clkbuf_1 | 1 |
| nor4b_4 | 1 |
| buf_2 | 1 |
| buf_4 | 45 |
| a32oi_1 | 8 |
| nand4_1 | 1 |
| nor3b_4 | 1 |
| nor2_1 | 9 |
| nor3b_1 | 1 |
| a21oi_1 | 11 |
| buf_1 | 1 |
[layer usage]
| metal | part of all wire, % | wire, µm |
|---|---|---|
| met1 | 39 | 1225 |
| met4 | 0 | 0 |
| met2 | 49 | 1542 |
| met5 | 0 | 0 |
| met3 | 12 | 365 |
[worst paths after layout]
check / slack, ns / endpoint / cells after the start
setup / recovery: 0.03 / y[11] / 7
hold / removal: 1.72 / y[6] / 4
[critical path, cell delays in order]
cell	delay [ns]
clkdlybuf4s50_1	0.40
nor2_1	0.10
nand4_1	0.09
buf_6	0.14
buf_4	0.18
a21oi_1	0.13
clkdlybuf4s50_1	0.49
[area by class of cell]
type                       count  area [µm²]
fill                         338        1937
multi-input combinational     43       301.5
tap                           46       57.56
timing repair buffer         113        1120
[cell families after synthesis]
kind of cell / Yosys count / synth area share [%]
AOI/OAI and AO/OA: 19 / 20.16
buffers and inverters: 48 / 56.45
and+or+nand+nor: 24 / 23.39
[report_power, final]
group | internal [µW] | switching, µW | total, µW | leakage, µW
registers | 0 | 0 | 0 | 0
clock network | 0 | 0 | 0 | 0
logic | 52.2 | 27.1 | 79.3 | 0.000868
total | 52.2 | 27.1 | 79.3 | 0.000868
[what timing repair did]
item	4_1_cts	5_1_grt
gates resized	75	10
buffers inserted	8	1
hold buffers	0	0
cloned	4	0
setup endpoints to repair	64	13
pin swaps	10	5
Power figures rest on the tool's default switching activity, not on a simulated workload.
